==> design/flow/design.v <==
`timescale 1ns / 1ps
 module fp(clk,rst,clk4096);
 input  rst,clk;
 output clk4096;
 reg [11:0] q;
always@(posedge clk or negedge  rst)
begin
  if(rst==0)
    q<=12'b0000_0000_0000;
  else begin
    if(q==12'b1111_1111_1111) 
	 q<=12'b0000_0000_0000;
	 else
	 q<=q+1;
	 end
end
assign clk4096= q[11];
endmodule
==> design/flow/run.sh <==
#!/bin/bash
# OpenROAD 26Q1-2900-gdf79404cd8, Yosys 0.63+post, stock flow scripts
make -C /OpenROAD-flow-scripts/flow DESIGN_CONFIG=/design/flow/config.mk WORK_HOME=/design/flow/orfs finish
==> design/flow/config.mk <==
export PLATFORM = sky130hd
export DESIGN_NAME = fp
export DESIGN_NICKNAME = fp
export VERILOG_FILES = /design/flow/design.v
export SDC_FILE = /design/flow/constraint.sdc
export NUM_CORES = 4
export LEC_CHECK = 1
export CORE_AREA = 10 10 77 77
export DIE_AREA = 0 0 87 87
==> design/flow/constraint.sdc <==
current_design fp

set clk_period 2.9
set clk_io_pct 0.2

create_clock -name clk0 -period $clk_period [get_ports {clk}]

set non_clock_inputs [all_inputs -no_clocks]
set_input_delay [expr $clk_period * $clk_io_pct] -clock clk0 $non_clock_inputs
set_output_delay [expr $clk_period * $clk_io_pct] -clock clk0 [all_outputs]
==> flow_summary_export.csv <==
group,metric,value,unit
routing,drc,0,
setup_path,cp.arrival,1.09,ns
synthesis,synth-seq-cells,12,
cts,cts_setup_buffers,0,
setup_path,cpMaxStageDelayCell,"clkdlybuf4s50_1",
synthesis,yosys-stat-area,584,µm²
cts,insertion_delay,0.23,ns
run,warning_count,25,
grt,first_global_vias,375,
final_layout,comb_area,269,µm²
setup_path,critPathLaunch,"q[11]",
routing,routed_wl,1040,µm
run,drv_cap,0,
setup_path,path_cells,"clkdlybuf4s50_1",
routing,ant_nets,0,
final_timing,setup_violations,0,
routing,avgRoutedWirePerCell,9.53,µm
min_path,hold_start,"q[6]",
cts,cts_resized,0,
die,die_y,87,µm
final_timing,final_hold_viol_count,0,
setup_path,required,2.32,ns
setup_path,r2r_slack,1.33,ns
synthesis,yosys_most_used_dff,"dfrtp_1",
final_timing,tightest_slew,0.524,ns
setup_path,critPathMaxStageDelay,0.48,ns
final_layout,largest_reg_flops,12,
die,rows,24,
routing,drt-pass1-iter-count,4,
final_layout,drive_gt1_frac,0.123,
setup_path,cp-end-kind,"primary output",
setup_path,endpoint,"clk4096",
cts,cts_buffers,3,
cts,root_buffer,"clkbuf_8",
synthesis,top_cell_area_share,0.514,
placement,gp_congestion,0.865,
setup_path,critical_path_depth,1,
final_layout,seq_area,300,µm²
grt,overflow,0,
setup_path,startpoint_type,"flip-flop",
final_timing,fmaxAchievable,0.598,GHz
final_timing,clock_skew,0.00182,ns
synthesis,avgSynthCellArea,11.2,µm²
grt,grt_usage,0.0289,
die,fp-utilization,0.134,
final_layout,final_core_utilization,0.163,
synthesis,synth.cell_area,584,µm²
power,ir_drop,0.116,mV
setup_path,cp_max_fo,4,
setup_path,cp_top_family,"buffers and inverters",
power,p_leak,0.000306,µW
final_layout,top_register,"q",
synthesis,yosys_cells,52,
final_timing,period_used_share,0.576,
placement,hpwl,738,µm
final_timing,slew_headroom,0.649,
grt,grt_max_degree,13,
routing,avgViaCountPerCell,3.90,
final_timing,layout_min_cycle_time,1.67,ns
final_timing,setup_tns,0,ns
synthesis,synth_dominant_cell_count,"dfrtp_1",
synthesis,synth_top_cell_by_area,"dfrtp_1",
run_status,status,"complete, no violations",
synthesis,yosysSeqAreaShare,0.514,
final_timing,hold_ws,0.527,ns
setup_path,crit_type,"reg -> out",
setup_path,r2r_cells,4,
routing,n_antenna_cell,0,
synthesis,synthArstFlopShare,1.00,
setup_path,reg2reg_to,"q[1]",
cts,cts_tree,"done",
final_timing,final_max_slew_viol_count,0,
placement,portBuffers,2,
grt,antenna_found_initial,0,
setup_path,r2r_start,"q[0]",
die,chipWidth,87,µm
synthesis,synth_cells,52,
cts,cts_num_sinks,12,
final_layout,nFillCells,456,
synthesis,edf_count,0,
die,core,4350,µm²
routing,drt_iter0_drc,21,
synthesis,yosys-top-cells-count,"dfrtp_1, xor2_1, inv_1",
cts,cts_hold_buffers,0,
min_path,hp-class,"reg -> reg",
final_layout,reg_top3,"q x12",
grt,grt_pass1_wl,1790,µm
final_layout,synthToLayoutAreaGrowth,21.6,%
setup_path,cp.buffers_inverters,1,
die,die-area,7570,µm²
routing,dr_total_vias,425,
cts,cts-htree-levels,1,
synthesis,ys_warn_count,1,
synthesis,top_cells_by_area,"dfrtp_1, xor2_1, nor4_4",
die,num_io_pins,3,
cts,path_clk_slew,0.05,ns
power,powerDensity,445,nW/µm²
power,power,316,µW
synthesis,synth_cell_types,23,
cts,cts.path.max_buffers,2,
final_timing,rsz0062_at_grt,"false",
final cells by class:
class	instances	area share
Tap cell	52	0.0915
Multi-Input combinational cell	36	0.379
Inverter	4	0.0211
Clock buffer	3	0.0581
Sequential cell	12	0.423
Timing Repair Buffer	2	0.0282
how the worst min path moves through the flow:
stage / cells past startpoint / slack, ns / to
4_1_cts: 1 / 0.53 / q[10]
5_1_grt: 1 / 0.55 / q[10]
6_report: 1 / 0.53 / q[6]
cells by family after synthesis:
logic type,synth area share
AND-OR/OR-AND,0.101
XOR/XNOR,0.0899
adder cells (fa/ha/maj),0.0214
buffers and inverters,0.0257
flip-flops,0.514
AND/OR/NAND/NOR,0.248
report_power, final:
part | internal (µW) | leakage (µW) | switching [µW]
logic | 1.18 | 0.000127 | 3.04
registers | 168 | 0.000158 | 0
clock network | 90.8 | 0.0000216 | 53.1
stage by stage:
stage | std cells | worst slack (ns) | instance area [µm²]
floorplan | 52 | 1.50 | 584
global placement | 106 | 1.39 | 669
detailed placement | 106 | 1.35 | 669
CTS | 109 | 1.20 | 711
global route | 109 | 1.17 | 711
finish | 109 | 1.23 | 711
layer usage:
layer	part of all wire	vias up	global-route usage
met3	0.10	2	0.0179
met5	0	-	0
met1	0.48	210	0.0398
li1	-	199	-
met4	0.012	0	0.00442
met2	0.41	14	0.0380
placed cells by master, fill, tap and decap left out, types with 3 or more instances in the layout:
cell	netlist	routed
o21ai_0	3	3
nor2_1	3	3
clkbuf_8	0	3
nand4_1	3	3
xor2_1	5	5
nand3_1	3	3
inv_1	4	4
dfrtp_1	12	12
Power is estimated from default activity; no workload was simulated.
